**./config.mk**
```make
export PLATFORM = sky130hd
export DESIGN_NAME = InsLoadForRam
export DESIGN_NICKNAME = InsLoadForRam
export VERILOG_FILES = /design/flow/design.v
export SDC_FILE = /design/flow/constraint.sdc
export NUM_CORES = 4
export LEC_CHECK = 1
export CORE_UTILIZATION = 40
```
**./constraint.sdc**
```tcl
current_design InsLoadForRam

set clk_period 5.8
set clk_io_pct 0.2

create_clock -name clk0 -period $clk_period [get_ports {Clock}]

set non_clock_inputs [all_inputs -no_clocks]
set_input_delay [expr $clk_period * $clk_io_pct] -clock clk0 $non_clock_inputs
set_output_delay [expr $clk_period * $clk_io_pct] -clock clk0 [all_outputs]
```
**./design.v**
```verilog
module InsLoadForRam(
	input Clock, Reset, RamSelect,
	output reg [4:0] Address,
	output reg [7:0] D
	);
	integer i = 0;
	always@(posedge Clock, posedge Reset)
		begin
			if(Reset)
				begin
					Address <= 0;
					D <= 0;
				end
			else
				begin
					if(RamSelect) begin
						case(i)
						0: begin D <= 8'b10000000; Address <= 0; end
						1: begin D <= 8'b00111110; Address <= 1; end
						2: begin D <= 8'b10000000; Address <= 2; end
						3: begin D <= 8'b00111111; Address <= 3; end
						4: begin D <= 8'b00011110; Address <= 4; end
						5: begin D <= 8'b01111111; Address <= 5; end
						6: begin D <= 8'b11111111; Address <= 6; end
						default:begin D <= 8'b00000000; Address <= 18; end
						endcase
						i <= i+1;
					end
					else	begin
					Address <= Address;
					D <= D;
					end
				end
		end
endmodule
```
**./run.sh**
```bash
#!/bin/bash
# OpenROAD 26Q1-2900-gdf79404cd8, Yosys 0.63+post, stock flow scripts
make -C /OpenROAD-flow-scripts/flow DESIGN_CONFIG=/design/flow/config.mk WORK_HOME=/design/flow/orfs finish
```
==> impl_metrics.json <==
{
  "hold_class": "reg2reg",
  "drive_gt1_share_pct": 6.000,
  "topCellsByArea": "edfxtp_1, dfrtp_1, xnor2_1",
  "power_density_mw_per_mm2": 229.0,
  "wl_per_cell_um": 13.46,
  "clockRootBuffer": "clkbuf_8",
  "irDropWorstVdd_v": 0.0001202,
  "ctsResizeCount": 0,
  "fin_crit_ps": 2522,
  "io_pins": 16,
  "max-cap-violations": 0,
  "hold_viol": 0,
  "die_area_mm2": 0.005568,
  "switchingPower_uw": 124.1,
  "cts_sinks": 41,
  "area_growth_syn_to_layout_pct": 13.05,
  "num_vias": 1424,
  "clkLatencyLatePin_ps": 300,
  "hpwl_mm": 2.590,
  "async_flop_share_pct": 21.95,
  "cts_setup_buffers": 0,
  "dr.pass1.iters": 4,
  "grt_max_degree": 33,
  "initial_core_util_pct": 41.30,
  "intPower_uw": 422.0,
  "rsz0062_at_grt": "no",
  "rows": 26,
  "antenna_left": 0,
  "antenna_found_initial": 0,
  "postSynthSeqShare_pct": 56.23,
  "status": "completed",
  "path_clk_slew_ps": 80,
  "pwr-share-comb_pct": 5.0,
  "synthCells": 184,
  "required_ps": 5750,
  "top_area_cell": "edfxtp_1",
  "synth_top_area_share_pct": 45.55,
  "setup_violations": 0,
  "yosys-stat-area_mm2": 0.002110,
  "tightest_slew_ps": 577.6,
  "tool_warnings": 28,
  "fmax_mhz": 396.5,
  "clockBufferDepth": 2,
  "gp_congestion": 0.8500,
  "leakage_uw": 0.0008146,
  "grt.total_usage_pct": 15.28,
  "synth_flops": 41,
  "yosysMostFrequentCell": "edfxtp_1",
  "totalWireLength_mm": 3.633,
  "via_per_inst": 5.274,
  "cp.arrival_ps": 2470,
  "slew_viol_final": 0,
  "swShare_pct": 22.73,
  "critPathMaxFanout": 32,
  "cts_tree": "yes",
  "first_global_vias": 1356,
  "common_cells": "edfxtp_1, xnor2_1, nor2_1, nand2_1, nand3_1",
  "final.period_utilization_pct": 43.48,
  "relSlewSlack_pct": 61.20,
  "htreeDepth": 2,
  "avgSynthCellArea_um2": 11.46,
  "fin_skew_ps": 9.728,
  "insertedDiodeCount": 0,
  "edf_count": 32,
  "ys_cells": 184,
  "cts_hold_buf": 0,
  "clkPwrFrac_pct": 32.8,
  "yosysUniqueCellTypes": 28,
  "dieHeight_um": 74.62,
  "setup.worst_path.end_class": "flop",
  "n_fill_cell": 459,
  "core_mm2": 0.005107,
  "seqPwrFrac_pct": 62.2,
  "tns_ps": 0,
  "portBuffers": 14,
  "cts_buffers": 5,
  "yosys_warnings": 1,
  "hold_ws_ps": 497.3,
  "crit_path_start_kind": "input port",
  "drt_iter0_drc": 97,
  "grt_first_pass_wirelength_mm": 6.285,
  "synthFlopType": "edfxtp_1",
  "drc": 0,
  "grt_overflow": 0,
  "netlist_area_mm2": 0.002110,
  "path_class": "in2reg",
  "die_w_um": 74.62
}
metrics by stage:
step / instances / worst slack [ps] / power (µW) / util, % / cell area, µm²
floorplan: 184 / 2563 / 365.3 / - / 2110
global placement: 262 / 3017 / 372.8 / 45.08 / 2302
detailed placement: 262 / 2964 / 373.6 / 45.08 / 2302
CTS: 270 / 3273 / 550.4 / 46.69 / 2385
global route: 270 / 3176 / 568.6 / 46.69 / 2385
finish: 270 / 3278 / 546.1 / 46.69 / 2385
final timing paths:
path | from | end | slack (ps) | cells past startpoint
worst min register to register | Address[0] | Address[0] | 500 | 2
worst min-delay path | Address[0] | Address[0] | 500 | 2
max in group asynchronous | Reset | Address[4] | 4390 | 2
min in group asynchronous | Reset | D[6] | 1180 | 2
worst max-delay path | RamSelect | i[26] | 3280 | 4
worst max register to register | i[1] | i[20] | 3750 | 5
kinds of logic (layout without fill, tap and decap cells):
group | after synthesis | after routing | share of synthesized area (%)
flip-flops | 41 | 41 | 56.23
AND-OR/OR-AND | 16 | 16 | 5.220
XOR/XNOR | 30 | 30 | 12.46
buffers and inverters | 13 | 29 | 3.203
adder cells (fa/ha/maj) | 4 | 4 | 2.373
other | 1 | 1 | 0.1778
AND/OR/NAND/NOR | 79 | 79 | 20.34
layout by cell type (no fill, tap or decap):
cell type and n:
buf_4 1, clkbuf_1 1, o41ai_1 1, a41oi_1 1, nand2_1 14, o21ai_0 2, a21oi_1 5, a31oi_1 1
nor2_2 1, dfrtp_1 9, clkdlybuf4s50_1 14, nand4_1 13, nor4_4 1, and3_1 1, inv_1 6, and4_1 1
nor4_1 10, nor2_1 14, clkinv_2 2, xor2_1 8, nor3_1 7, conb_1 1, and2_1 1, edfxtp_1 32
a22o_1 5, xnor2_1 22, clkbuf_8 5, nand3_1 14, nand4_4 1, a21o_1 1, ha_1 4, and3_2 1
final cells by class:
cell class                 count  area (µm²)  share of cell area [%]
sequential                    41        1186                   49.74
inverter                       6       22.52                  0.9444
multi-input combinational    130       858.3                   35.99
clock inverter                 2       10.01                  0.4197
clock buffer                   6       72.57                   3.043
tap                           70       87.58                   3.673
timing repair buffer          15       147.6                   6.191
state kept, by name, indices dropped and copies added (netlist names):
signal and flops:
Address 4, D 5, i 32
power by group through the flow:
stage / Combinational [µW] / Sequential, µW / Clock, µW
after CTS: 27.9 / 340 / 183
after global routing: 31.6 / 341 / 196
final: 27.5 / 340 / 179
worst max-delay path, cell delays in order:
cell and delay, ps:
clkdlybuf4s50_1 540, inv_1 220, nor2_2 160, buf_4 370
routing by layer:
layer / track usage (%) / share of wire [%] / vias to the layer above
met5: 0 / 0 / -
met4: 2.516 / 2.0 / 0
met3: 2.035 / 4.2 / 8
met2: 22.72 / 44 / 32
met1: 26.01 / 50 / 679
li1: - / - / 705
No activity file was given, so power comes from the tool's default toggle rates.
