--- flow/config.mk ---
export PLATFORM = sky130hd
export DESIGN_NAME = EnhanceProcessor
export DESIGN_NICKNAME = EnhanceProcessor
export VERILOG_FILES = /design/flow/design.v
export SDC_FILE = /design/flow/constraint.sdc
export NUM_CORES = 4
export LEC_CHECK = 1
export CORE_UTILIZATION = 30
--- flow/constraint.sdc ---
current_design EnhanceProcessor

set clk_period 11.2
set clk_io_pct 0.2

create_clock -name clk0 -period $clk_period [get_ports {Clock}]

set non_clock_inputs [all_inputs -no_clocks]
set_input_delay [expr $clk_period * $clk_io_pct] -clock clk0 $non_clock_inputs
set_output_delay [expr $clk_period * $clk_io_pct] -clock clk0 [all_outputs]
--- flow/design.v ---
module EnhanceProcessor(RamInit, Enter, Input, Clock, Reset, Halt, Output
						, RamIn, RamOut, RamAddress, state);
	input Clock, Reset, Enter;
	input [7:0] Input;
	input RamInit;
	output Halt;
	output [7:0] Output, RamIn, RamOut;
	output [4:0] RamAddress;
	output [3:0] state;
	wire Aeq0, Apos; 	 
	wire [7:5] IR;		 
	wire IRload, JMPmux, PCload, Meminst, MemWr, Aload, Sub; 
	wire [1:0] Asel;	 
	wire Halt;
	processorCU	cu(Enter, Clock, Reset, Aeq0, Apos, IR, IRload, JMPmux, PCload, Meminst, MemWr, Aload, Sub,
					Asel, Halt, state);
	DP			dp(IRload, JMPmux, PCload, Meminst, MemWr, Asel,
					Aload, Reset, Clock, Sub, Input, RamInit,
					IR, Aeq0, Apos, Output, RamAddress, RamIn, RamOut);
endmodule
module Increment_module(Input, Output);
	parameter SIZE = 8;
	input [SIZE-1:0] Input;
	output [SIZE-1:0] Output;
	assign Output = Input+1;
	endmodule
module InsCycOp(
	input Clock, Reset,
	input IRload, JMPmux, PCload, Meminst,  
	input [7:0] D,
	output [4:0] out,
	output [7:5] IR	, 
	output [4:0] IRreg, PCreg
	);
	wire [4:0] INC_out, IR4to0;
	wire [4:0] JMPmux_out, Memist_out;
	wire [7:0] IRin, IRout;
	wire [4:0] PCin, PCout;
	assign IRin = D;
	assign IR = IRout [7:5];
	assign IR4to0 = IRout[4:0];
	assign PCin = JMPmux_out;
	assign out = Memist_out;
	assign IRreg = IR4to0;
	assign PCreg = PCout;
	Register #(.SIZE(8)) reg_IR(Clock, Reset, IRload, IRin, IRout);
	Register #(.SIZE(5)) reg_PC(Clock, Reset, PCload, PCin, PCout);
	mux_mod	#(.SIZE(5)) mux_JMP(INC_out, IR4to0, JMPmux, JMPmux_out);
	mux_mod	#(.SIZE(5)) mux_Meminst(PCout, IR4to0, Meminst, Memist_out);
	Increment_module #(.SIZE(5)) inc5bit(PCout, INC_out);
	endmodule
module InsSetOp(
	input Clock, Reset,
	input [7:0] Input,
	input [7:0] RamQ,
	input [1:0] Asel,  
	input Aload, Sub,  
	output Aeq0, Apos,  
	output [7:0] Output,
	output [7:0] AddSubOutput,
	output [7:0] MuxOutput
	);
	wire [7:0] AddSub_out, reg1_out, mux1_out, mux2_out, mux3_out;
	wire [1:0] Selector;
	wire [7:0] gnd = 8'b00000000;
	assign Selector = Asel;
	assign Output = reg1_out;
	assign Aeq0 = (reg1_out == 0)?1:0;
	assign Apos = ~(reg1_out[7]);
	assign Load = Aload;
	assign AddSubOutput = AddSub_out;
	assign MuxOutput = mux1_out;
	AddSub_mod #(.SIZE(8)) AddSub(Sub, reg1_out, RamQ, AddSub_out);
	assign mux1_out	= Asel[1]	? RamQ : (Asel[0] ? Input : AddSub_out);
	Register #(.SIZE(8)) regA(Clock, Reset, Load, mux1_out, reg1_out);
	endmodule
module Register (Clock, Reset, Load, Input, Output);
	parameter SIZE = 8;
	input Clock, Reset, Load;
	input [SIZE-1:0] Input;
	output reg [SIZE-1:0] Output;
	always@(posedge Clock, posedge Reset)
	begin
		if(Reset)
			Output <= 0;
		else
			begin
				if(Load)
					Output <= Input;
				else
					Output <= Output;
			end
	end
	endmodule
module AddSub_mod #(parameter SIZE = 8) (
	input Sub,
	input [SIZE-1:0] In1, In0,
	output [SIZE-1:0] Out
	);
	assign Out = Sub?(In1-In0):(In1+In0);
endmodule
module DP(IRload, JMPmux, PCload, Meminst, MemWr, Asel,
			Aload, Reset, Clock, Sub, Input, RamInit,
			IR, Aeq0, Apos, Output, ICOOutput, RamIn, RamQ);
	input IRload, JMPmux, PCload, Meminst, MemWr, Aload, Sub; 
	input [1:0] Asel;	 
	input Reset, Clock;
	input [7:0] Input;
	input RamInit;
	output [7:5] IR;	 
	output Aeq0, Apos;	 
	output [7:0] Output;
	output [4:0] ICOOutput;
	output [7:0] RamIn, RamQ;
	wire [7:0] RamD, RamQ, RamDInit;
	wire [4:0] Address, RamAddressInit;
	wire [7:0] IRD;
	wire [4:0] ICOOutput;	
	wire [4:0] IRreg, PCreg;
	wire [7:0] AddSubOutput, MuxOutput;
	wire WE;
	assign RamIn = RamD;
	assign RamOut = RamQ;
	assign RamAddress = Address;
	assign IRD = RamInit?0:RamQ;	
	assign RamD = Output;
	assign WE = MemWr;
	assign Address = ICOOutput;
	InsCycOp 	insCycOp(Clock, Reset, IRload, JMPmux, PCload, Meminst, IRD,
					ICOOutput, IR, IRreg, PCreg);
	InsSetOp	insSetOp(Clock, Reset, Input, RamQ, Asel, Aload,
						Sub, Aeq0, Apos, Output, AddSubOutput, MuxOutput);
	RamMemory  ram(Clock, RamInit, WE, RamD, Address, RamQ);
	endmodule
module mux_mod(In0, In1, Selector, Output);
	parameter SIZE = 8;
	input Selector;
	input [SIZE-1:0] In0, In1;
	output [SIZE-1:0] Output;
	assign Output = Selector?In1:In0;
	endmodule
module processorCU(
	input Enter, Clock, Reset,
	input Aeq0, Apos,  
	input [7:5] IR,    
	output reg IRload, JMPmux, PCload, Meminst, MemWr, Aload, Sub,  
	output reg [1:0] Asel,  
	output reg Halt,
	output reg [3:0] state
	);
	reg [3:0] nextstate;
	parameter	start 	= 4'b0000,
				fetch 	= 4'b0001,
				decode	= 4'b0010,
				load	= 4'b1000,
				store	= 4'b1001,
				add		= 4'b1010,
				sub		= 4'b1011,
				Input	= 4'b1100,
				jz		= 4'b1101,
				jpos	= 4'b1110,
				halt	= 4'b1111;
	always@(posedge Clock, posedge Reset)
	begin
		if(Reset)
			state <= start;
		else
			state <= nextstate;
	end
	always@(IR, state, Enter, Apos, Aeq0)
	begin
		case(state)
			start	: begin IRload=0; JMPmux=0; PCload=0; Meminst=0; MemWr=0; Asel=2'b00; Aload=0; Sub=0; Halt=0; nextstate=fetch ; end
			fetch	: begin IRload=1; JMPmux=0; PCload=1; Meminst=0; MemWr=0; Asel=2'b00; Aload=0; Sub=0; Halt=0; nextstate=decode; end
			decode	: begin IRload=0; JMPmux=0; PCload=0; Meminst=1; MemWr=0; Asel=2'b00; Aload=0; Sub=0; Halt=0; 
							case(IR)
								3'b000  : nextstate=load;
								3'b001  : nextstate=store;
								3'b010  : nextstate=add;
								3'b011  : nextstate=sub;
								3'b100  : nextstate=Input;
								3'b101  : nextstate=jz;
								3'b110  : nextstate=jpos;
								3'b111  : nextstate=halt;
								default : nextstate = start;
							endcase
					  end
			load	: begin IRload=0; JMPmux=0; PCload=0; Meminst=0; MemWr=0; Asel=2'b10; Aload=1; Sub=0; Halt=0; nextstate=start; end
			store	: begin IRload=0; JMPmux=0; PCload=0; Meminst=1; MemWr=1; Asel=2'b00; Aload=0; Sub=0; Halt=0; nextstate=start; end
			add		: begin IRload=0; JMPmux=1; PCload=0; Meminst=0; MemWr=0; Asel=2'b00; Aload=1; Sub=0; Halt=0; nextstate=start; end
			sub		: begin IRload=0; JMPmux=0; PCload=0; Meminst=0; MemWr=0; Asel=2'b00; Aload=1; Sub=1; Halt=0; nextstate=start; end
			Input	: begin IRload=0; JMPmux=0; PCload=0; Meminst=0; MemWr=0; Asel=2'b01; Aload=1; Sub=0; Halt=0; 
							if(Enter)
								nextstate=start; 
							else
								nextstate=Input;
					  end
			jz		: begin IRload=0; JMPmux=1; PCload=Aeq0; Meminst=0; MemWr=0; Asel=2'b00; Aload=0; Sub=0; Halt=0; nextstate=start; end
			jpos	: begin IRload=0; JMPmux=1; PCload=Apos; Meminst=0; MemWr=0; Asel=2'b00; Aload=0; Sub=0; Halt=0; nextstate=start; end
			halt	: begin IRload=0; JMPmux=0; PCload=0; Meminst=0; MemWr=0; Asel=2'b00; Aload=0; Sub=0; Halt=1; nextstate=halt	; end
			default : begin IRload=0; JMPmux=0; PCload=0; Meminst=0; MemWr=0; Asel=2'b00; Aload=0; Sub=0; Halt=0; nextstate=fetch	; end  
		endcase
	end
endmodule
module RamMemory(clock, RamInit, WE, D, Address, Q);
	parameter SIZE = 8, addressSIZE = 5;
	input clock, RamInit, WE;
	input [SIZE-1:0] D;
	input [addressSIZE-1:0] Address;
	output reg [SIZE-1:0] Q;
	reg [SIZE-1:0] Memory [1<<addressSIZE:0]; 
	always@(posedge clock) begin
		if(WE)
			Memory[Address] = D;
		else
			Q = Memory[Address];
	end
	endmodule
--- flow/run.sh ---
#!/bin/bash
# OpenROAD 26Q1-2900-gdf79404cd8, Yosys 0.63+post, stock flow scripts
make -C /OpenROAD-flow-scripts/flow DESIGN_CONFIG=/design/flow/config.mk WORK_HOME=/design/flow/orfs finish
==> flow_summary_export.csv <==
group,metric,value,unit
synth,edf_count,264,
global_routing,grt_pass1_wl,55100,µm
route,n_antenna_cell,0,
route,vias,8038,
clock_tree,clk_path_buf_depth,3,
setup_path,cp-start-kind,"register",
synth,ff_type,"edfxtp_1",
sta,setup_viol,0,
setup_path,reg2reg_depth,10,
synth,ys_cells,874,
synth,ys_chip_area,0.0122,mm²
floorplan,initCoreUtil,30.5,%
min_path,hold_start,"dp.insCycOp.reg_IR.Output[5]",
setup_path,required,8.96,ns
finish,mostFrequentLayoutCell,"edfxtp_1",
route,ant_nets,0,
setup_path,crit_arrival,3.17,ns
clock_tree,cts_tree,"built",
min_path,hp-class,"register to register",
run,drv_cap,0,
global_routing,first_global_vias,8345,
run_status,status,"finished, final reports clean",
placed_design,globalplace.congestion,0.944,
power,irDropWorstVdd,0.147,mV
floorplan,chipHeight,203,µm
synth,synth_cells,874,
sta,max_slew_margin,27.9,%
synth,ys_types,73,
power,switching_share,40.6,%
setup_path,reg2reg_to,"dp.ram.Q[0]",
route,routed_via_density,5.32,
floorplan,core,0.0398,mm²
global_routing,grt_max_degree,39,
setup_path,cp_slowest_stage_delay,0.83,ns
clock_tree,cts_root_buf,"clkbuf_16",
sta,min_period,5.41,ns
finish,nFillCells,3795,
sta,timing.final.ws_setup,5.79,ns
power,powerDensity,310,mW/mm²
sta,worst_clock_skew,0.0214,ns
sta,tightest_slew,1.08,ns
clock_tree,hold_buffers,0,
synth,synthArstFlopShare,8.65,%
run,warnings,25,
power,seq_power_share,34.5,%
clock_tree,cts_made_buffers,30,
setup_path,cp_max_fo,26,
finish,syn_to_final_growth,18.5,%
floorplan,die_w,203,µm
floorplan,core.rowCount,73,
clock_tree,cts_max_level,1,
sta,final_max_slew_viol_count,0,
floorplan,ios,46,
route,dr.pass1.iters,5,
setup_path,reg2reg_from,"cu.state[1]",
setup_path,path_class,"register to primary output",
setup_path,reg2reg_slack,6.78,ns
global_routing,grt_use_total,19.6,%
route,routed_wl,37600,µm
placed_design,port_buffers,45,
placed_design,pre_cts_ws,6.39,ns
floorplan,chip_area,0.0414,mm²
sta,fmax,185,MHz
setup_path,path_buffers,2,
synth,synth.avg_cell_area,13.9,µm²
clock_tree,clkSinkCount,289,
sta,hold_ws,0.495,ns
setup_path,cpMaxStageDelayCell,"dfrtp_1",
setup_path,startpoint,"cu.state[1]",
sta,tns,0,ns
sta,hold_viol,0,
route,wl_per_cell,24.9,µm
power,leakage,4.85,nW
sta,min_period_over_period,48.3,%
power,combPwrFrac,43.2,%
power,p_sw,1.82,mW
sta,rsz0062_at_grt,"no",
synth,ys_ff,289,
synth,ys_seq_share,70.3,%
clock_tree,postCtsResizedCells,0,
setup_path,cp-endpoint,"RamAddress[1]",
placed_design,hpwlAfterDp,24900,µm
clock_tree,clock_latency,0.58,ns
clock_tree,postCtsSetupRepairBufs,0,
finish,layout_top_cells,"edfxtp_1 (264), nand2_1 (83), nor2_1 (76)",
clock_tree,clk_pin_slew_worst_paths,0.07,ns
route,initialDrtViolationCount,641,
route,drc_errors,0,
power,clkPwrFrac,22.3,%
global_routing,grt-ovfl-total,0,
synth,syn-cell-area,0.0122,mm²
setup_path,endpoint_kind,"primary output",
power,intPower,2.66,mW
global_routing,antenna_found_initial,0,
setup_path,worstPathCellList,"and4bb_1, o21ai_1, and3_2, inv_2, clkdlybuf4s50_1",
finish,drive_gt1_share,13.5,%
setup_path,crit_family,"simple AND/OR/NAND/NOR gates",
synth,synth_warnings,8,
setup_path,crit_cells,5,
## flip-flops by register name (all words and copies together), names as in the netlist
signal and flops:
dp.ram.Memory 256, dp.insCycOp.reg_IR.Output 8, dp.insSetOp.regA.Output 8, dp.ram.Q 8, dp.insCycOp.reg_PC.Output 5, cu.state 4
## kinds of logic after synthesis
| kind of cell | synth area share, % |
|---|---|
| xor+xnor | 0.936 |
| simple gates | 11.1 |
| compound gates | 12.5 |
| flops | 70.3 |
| mux | 1.58 |
| buf+inv | 2.45 |
| fa+ha+maj | 1.09 |
## metrics by stage
stage                     power, mW  utilization (%)  instance area [µm²]  cells
final                          4.48             36.2                14400   1511
after global routing           4.72             36.2                14400   1511
after CTS                      4.48             36.2                14400   1511
after detailed placement       3.49             33.7                13400   1455
after global placement         3.49             33.7                13400   1455
after floorplan                2.72                -                12200    874
## worst min path at each step
stage	slack (ns)	endpoint	depth (start not counted)
CTS	0.50	dp.insCycOp.reg_IR.Output[7]	2
global route	0.54	cu.state[2]	1
finish	0.49	dp.insCycOp.reg_IR.Output[5]	2
## layer usage
layer	wire, µm	up-vias	GRT usage, %
met5	0	-	0
met2	16500	490	27.9
met1	14000	3893	24.8
met3	5590	80	12.7
met4	1520	0	6.44
li1	-	3575	-
## power by group through the flow
stage | sequential [mW] | combinational, mW | clock [mW]
CTS | 1.55 | 1.93 | 1.01
global route | 1.56 | 2.11 | 1.05
finish | 1.54 | 1.93 | 0.999
## area by class of cell
cell class	instances	area [µm²]	area share, %
Clock buffer	34	766	5.31
Clock inverter	22	230	1.60
Inverter	17	66.3	0.460
Multi-Input combinational cell	528	3310	23.0
Sequential cell	289	8550	59.3
Tap cell	525	657	4.56
Timing Repair Buffer	96	833	5.78
## worst min-delay path, stage by stage (launching register included)
cell	delay (ns)
dfrtp_1	0.34
nand2_1	0.05
o21ai_0	0.07
## Yosys cell counts (6+ instances only)
cell type | count | area share (%)
a22o_1 | 9 | 0.65
nor3_1 | 18 | 0.74
edfxtp_1 | 264 | 65
a221oi_1 | 10 | 0.72
dfrtp_1 | 25 | 5.1
and3_1 | 7 | 0.36
ha_1 | 9 | 0.93
buf_2 | 8 | 0.33
a22oi_1 | 58 | 3.6
nor2_1 | 76 | 2.3
nand2b_1 | 9 | 0.46
nand4_1 | 15 | 0.77
a21oi_1 | 36 | 1.5
nand3_1 | 23 | 0.95
nand2_1 | 83 | 2.6
nor2b_1 | 7 | 0.36
and2_1 | 6 | 0.31
o211ai_1 | 6 | 0.37
a31oi_1 | 7 | 0.36
xnor2_1 | 11 | 0.79
inv_1 | 12 | 0.37
mux2i_1 | 17 | 1.4
o21ai_0 | 40 | 1.6
buf_4 | 15 | 0.93
a32oi_1 | 6 | 0.43
clkbuf_1 | 14 | 0.43
Power and IR drop assume default switching activity.
